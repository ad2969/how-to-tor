File: run.sh
#!/bin/bash
# OpenROAD 26Q1-2900-gdf79404cd8, Yosys 0.63+post, stock flow scripts
make -C /OpenROAD-flow-scripts/flow DESIGN_CONFIG=/design/flow/config.mk WORK_HOME=/design/flow/orfs finish
File: config.mk
export PLATFORM = sky130hd
export DESIGN_NAME = datapath
export DESIGN_NICKNAME = datapath
export VERILOG_FILES = /design/flow/design.v
export SDC_FILE = /design/flow/constraint.sdc
export NUM_CORES = 4
export LEC_CHECK = 1
export CORE_UTILIZATION = 40
File: constraint.sdc
current_design datapath

set clk_period 6.8
set clk_io_pct 0.2

create_clock -name clk0 -period $clk_period [get_ports {clk}]

set non_clock_inputs [all_inputs -no_clocks]
set_input_delay [expr $clk_period * $clk_io_pct] -clock clk0 $non_clock_inputs
set_output_delay [expr $clk_period * $clk_io_pct] -clock clk0 [all_outputs]
File: design.v
module ALU(Ain,Bin,ALUop,out,Z);
  input [15:0]    Ain, Bin;
  input [1:0]     ALUop;
  output [15:0]   out;
  output          Z;
  reg [15:0]      out;
  assign Z = (|out) ? 0:1;
  always @(*) begin
    casex(ALUop)
	    2'b00: out = Ain + Bin;
	    2'b01: out = Ain - Bin;
	    2'b10: out = Ain & Bin;
	    2'b11: out = ~Bin;
	    default: out = 16'b0000000000000000;
    endcase
  end
endmodule
module datapath(datapath_in, writenum, write, readnum, clk, loada, loadb, loadc, loads, shift, asel, bsel, vsel, ALUop, Z_out, datapath_out);
  input [15:0]    datapath_in;
  input [2:0]     writenum, readnum;
  input           write, clk, loada, loadb, loadc, loads, asel, bsel, vsel;
  input [1:0]     shift, ALUop;
  output [15:0]   datapath_out;
  output          Z_out;
  wire [15:0]     data_in, data_out;
  wire [15:0]     A_in, B_in, C_in, sout, Ain, Bin, out;
  wire            Z;
  vDFFe #(16) A(clk, loada, data_out, A_in);
  vDFFe #(16) B(clk, loadb, data_out, B_in);
  vDFFe #(16) C(clk, loadc, out, datapath_out);
  vDFFe #(1) status(clk, loads, Z, Z_out);
  Mux2b #(16) in(datapath_in, datapath_out, vsel, data_in);
  regfile U0(data_in, writenum, write, readnum, clk, data_out);
  shifter U1(B_in, shift, sout);
  Mux2b #(16) as(16'b0000000000000000, A_in, asel, Ain);
  Mux2b #(16) bs({11'b00000000000, datapath_in[4:0]}, sout, bsel, Bin);
  ALU U2(Ain, Bin, ALUop, out, Z);
endmodule
module Mux2(a1, a0, sel, b);
  parameter k = 16;
  input[k-1:0]    a1, a0;
  input [1:0]     sel;
  output [k-1:0]  b;
  wire [k-1:0] b = ({k{sel[0]}} & a0) | ({k{sel[1]}} & a1);
endmodule
module Mux2b(a1, a0, selb, b);
  parameter k = 16;
  input[k-1:0]    a1, a0;
  input           selb;
  output [k-1:0]  b;
  wire [1:0]      sel;
  Dec #(1,2) dec(selb, sel);
  Mux2 #(16) mux(a1, a0, sel, b);
endmodule
module regfile(data_in,writenum,write,readnum,clk,data_out);
	input [15:0] 		data_in;
	input [2:0] 		writenum, readnum;
	input 					write, clk;
	output [15:0] 	data_out;
	wire [15:0] 		load;
	wire [15:0] 		R0_out, R1_out, R2_out, R3_out, R4_out, R5_out, R6_out, R7_out;
	wire [7:0] 			writenum_dec;
	vDFFe  #(16) R0(clk, load[0], data_in, R0_out);
	vDFFe  #(16) R1(clk, load[1], data_in, R1_out);
	vDFFe  #(16) R2(clk, load[2], data_in, R2_out);
	vDFFe  #(16) R3(clk, load[3], data_in, R3_out);
	vDFFe  #(16) R4(clk, load[4], data_in, R4_out);
	vDFFe  #(16) R5(clk, load[5], data_in, R5_out);
	vDFFe  #(16) R6(clk, load[6], data_in, R6_out);
	vDFFe  #(16) R7(clk, load[7], data_in, R7_out);
	Muxb8 #(16) read(R7_out, R6_out, R5_out, R4_out, R3_out, R2_out, R1_out, R0_out, readnum, data_out);
	Dec #(3,8) dec(writenum, writenum_dec);
	assign load = {8{write}} & writenum_dec;
endmodule
module vDFFe(clk, load, in, out) ;
  parameter n = 16;  
  input 					clk, load ;
  input  [n-1:0] 	in ;
  output [n-1:0] 	out ;
  reg    [n-1:0] 	out ;
  wire   [n-1:0] 	next_out ;
  assign next_out = load ? in : out;
  always @(posedge clk)
    out = next_out;
endmodule
module Dec(a, b);
  parameter n = 3;  
  parameter m = 8;  
  input [n-1:0] 	a;
  output [m-1:0] 	b;
  wire [m-1:0] b = 1 << a;
endmodule
module Mux8(a7, a6, a5, a4, a3, a2, a1, a0, sel, b);
  parameter k = 16;
  input[k-1:0] 		a7, a6, a5, a4, a3, a2, a1, a0;
  input [7:0] 		sel;
  output [k-1:0] 	b;
  wire [k-1:0] b = ({k{sel[0]}} & a0) | ({k{sel[1]}} & a1) | ({k{sel[2]}} & a2) |
	  	     ({k{sel[3]}} & a3) | ({k{sel[4]}} & a4) | ({k{sel[5]}} & a5) |
	 	     ({k{sel[6]}} & a6) | ({k{sel[7]}} & a7);
endmodule
module Muxb8(a7, a6, a5, a4, a3, a2, a1, a0, selb, b);
  parameter k = 16;
  input[k-1:0] 		a7, a6, a5, a4, a3, a2, a1, a0;
  input [2:0] 		selb;
  output [k-1:0] 	b;
  wire [7:0] 			sel;
  Dec #(3,8) dec(selb, sel);
  Mux8 #(16) mux(a7, a6, a5, a4, a3, a2, a1, a0, sel, b);
endmodule
module shifter(in,shift,sout);
  input [15:0]      in;
  input [1:0]       shift;
  output [15:0]     sout;
  reg [15:0]        sout;
  always @(*) begin
    case(shift)
	2'b00: sout = in;
	2'b01: sout = {in[14:0], 1'b0};
	2'b10: sout = {1'b0, in[15:1]};
	2'b11: sout = {in[15], in[15:1]};
    endcase
  end
endmodule
==> flow_summary.ini <==
; synthesis and place-and-route metrics
[cells_and_area]
final_layout_size_suffix_gt1_share_pct = 16.2
num-fill-cells = 1785
layout_top_cell = sky130_fd_sc_hd__edfxtp_1
final-seq-area_um2 = 5320
layout.area.comb_um2 = 3300
layout-area-overhead-vs-synth_pct = 16.7
layout.cells.most_common_list = sky130_fd_sc_hd__edfxtp_1, sky130_fd_sc_hd__clkdlybuf4s50_1, sky130_fd_sc_hd__nor2_1

[drt]
route.vias.total = 5676
num_antenna_cells = 0
post_drt_via_cell_ratio = 5.66
firstDrtPassIters = 4
detail_route.drc_violations = 0
routed_wire_per_std_cell_um = 20.8
starting_drt_drc_count = 325
totalWireLength_mm = 20.8
antenna_left = 0

[timing]
final_period_minus_worst_setup_slack_ns = 5.98
setup_viol = 0
slew_violations = 0
timing.fmax_ghz = 0.167
setup_repair_after_global_routing_missed_its_margin = no
fin_setup_tns_ns = 0
slew_headroom_pct = 43.1
final.setup.worst_slack_ns = 0.816
timing.clock.skew_ns = 0.00962
finalHoldViolations = 0
layout_worst_path_cycle_share_pct = 88.0
tightest_slew_ns = 0.850

[run]
openroad.warnings = 26
max_cap_violations = 0

[synthesis]
most_common_reg_cell = sky130_fd_sc_hd__edfxtp_1
ys_seq_share_pct = 60.3
count_of_library_flops_with_an_enable_pin = 177
post_synth_inst_count = 652
ys_area_um2 = 8810
synth.cell_area_um2 = 8810
ys.warnings.count = 4
synth.yosys.num_cells = 652
postSynthAreaPerCell_um2 = 13.5
numSynthFlops = 177
yosys.cell_types.count = 69
synth-async-reset-ratio_pct = 0

[power]
static-leakage-power_nw = 3.56
power-per-cell-area_nw_per_um2 = 266
internal_power_w = 0.00205
pwr-share-comb_pct = 16.1
finalPower_w = 0.00274
power.clock.fraction_pct = 36.3
vdd.ir_drop.worst_mv = 0.163
p_sw_w = 0.000688
switching_share_of_total_power_pct = 25.1
sequentialPowerShare_pct = 47.6

[cts]
clk_path_buf_depth = 2
clk_pin_slew_worst_paths_ns = 0.07
tritoncts_num_sinks = 177
cts.root.buffer_cell = sky130_fd_sc_hd__clkbuf_16
cts_hold_repair.buffers = 0
cts_made_buffers = 17
ctsResizeCount = 0
cts_tree = yes
post_cts_setup_inserts = 0
clock_latency_ns = 0.42
ctsHtreeMaxLevel = 4

[worst_setup_path]
worst_setup_path_start_kind = input port
setup.worst_path.end_class = flip-flop
critical_path_peak_fanout = 13
cp_data_required_time_ns = 7.05
worst_ep_arrival_time_ns = 6.23
timing_worst_setup_path_type = in2reg

[grt]
first_pass_grt_wire_length_mm = 32.0
first_global_vias = 5785
number_of_antenna_violations_at_the_first_check_in_global_routing = 0
pin_count_of_the_biggest_net_entering_global_routing = 40
grt_util_all_layers_pct = 20.6
global_route.overflow_total = 0

[place]
place_ws_ns = 0.429
port-buffer-count = 51
gpl.final_weighted_congestion = 0.915
detailedPlacementHpwl_mm = 14.6

[floorplanning]
floorplan.core_util_pct = 41.4
dieArea_um2 = 22600
placementRows = 53
die_x_um = 150
placeableCoreArea_um2 = 21300
pin_count = 52
die_y_um = 150

[hold_path]
hold_class = reg2reg

[outcome]
run_status = completed
layer usage:
metal	up-vias	GRT usage (%)	part of all wire, %
li1	2660	-	-
met1	2785	29.5	42
met2	205	31.9	48
met3	26	8.75	8.5
met4	0	2.68	1.8
met5	-	0	0
sequential cells by signal, summed over array words and instances, names as in the netlist:
name	count
U0.R5.out	16
A.out	16
C.out	16
U0.R6.out	16
U0.R3.out	16
U0.R1.out	16
B.out	16
U0.R4.out	16
U0.R2.out	16
status.out	1
U0.R7.out	16
U0.R0.out	16
cell type report:
| cell class | count | share of cell area, % |
|---|---|---|
| sequential | 177 | 51.7 |
| multi-input combinational | 432 | 32.1 |
| timing repair buffer | 71 | 6.38 |
| clock buffer | 19 | 4.21 |
| tap | 275 | 3.35 |
| clock inverter | 13 | 1.72 |
| inverter | 15 | 0.572 |
stage by stage:
stage	cell area (µm²)	hold WS, ns	instances	util [%]
finish	10300	0.703	1002	48.3
floorplan	8810	0.603	652	-
global placement	9670	0.679	970	45.4
CTS	10300	0.704	1002	48.3
global route	10300	0.764	1002	48.3
detailed placement	9670	0.692	970	45.4
final timing paths:
path | start | slack [ns] | to | depth (start not counted)
setup / recovery | shift[1] | 0.82 | status.out | 18
hold / removal | U0.R7.out[13] | 0.70 | A.out[13] | 4
setup reg to reg | B.out[5] | 2.19 | status.out | 16
hold reg to reg | U0.R7.out[13] | 0.70 | A.out[13] | 4
cells by family after synthesis:
group | Yosys count | share of synthesized area [%]
flip-flops | 177 | 60.3
AND/OR/NAND/NOR | 176 | 10.1
AND-OR/OR-AND | 143 | 12.1
buffers and inverters | 43 | 2.39
multiplexers | 72 | 10.1
adder cells (fa/ha/maj) | 18 | 2.64
XOR/XNOR | 23 | 2.29
synth_stat cells, drive strengths merged (3+ instances only):
library cell | n | area share [%]
buf | 13 | 1.1
clkbuf | 15 | 0.65
o21bai | 4 | 0.34
xor2 | 13 | 1.3
o221ai | 8 | 0.80
nor4 | 6 | 0.64
nor2 | 48 | 2.0
a211oi | 11 | 1.3
a31oi | 8 | 0.57
mux2 | 32 | 4.1
inv | 14 | 0.62
nor3b | 4 | 0.34
nor2b | 39 | 2.8
or3 | 4 | 0.28
a21oi | 22 | 1.2
a21o | 3 | 0.26
nand2 | 45 | 1.9
nor3 | 8 | 0.45
o311ai | 3 | 0.38
a22oi | 14 | 1.2
mux2i | 30 | 3.4
ha | 17 | 2.4
mux4 | 10 | 2.6
o22ai | 4 | 0.28
a221oi | 16 | 1.9
edfxtp | 177 | 60
nand3 | 3 | 0.17
nand2b | 8 | 0.57
xnor2 | 10 | 0.99
o21ai | 30 | 1.7
power groups by stage:
stage	Combinational [W]	Sequential (W)	Clock [W]
CTS	0.000440	0.00130	0.00101
global route	0.000484	0.00131	0.00105
finish	0.000440	0.00130	0.000993
worst max-delay path, cell delays in order:
cell	delay (ns)
sky130_fd_sc_hd__clkdlybuf4s50_1	0.68
sky130_fd_sc_hd__buf_4	0.26
sky130_fd_sc_hd__inv_4	0.09
sky130_fd_sc_hd__a211oi_1	0.52
sky130_fd_sc_hd__nor4_2	0.17
sky130_fd_sc_hd__nor2b_1	0.18
sky130_fd_sc_hd__nor2b_1	0.19
sky130_fd_sc_hd__a31o_2	0.30
sky130_fd_sc_hd__o21ai_1	0.10
sky130_fd_sc_hd__xnor2_1	0.09
sky130_fd_sc_hd__ha_1	0.39
sky130_fd_sc_hd__a2111oi_1	0.60
sky130_fd_sc_hd__o21ai_0	0.18
sky130_fd_sc_hd__a31oi_1	0.30
sky130_fd_sc_hd__a31oi_1	0.14
sky130_fd_sc_hd__o32ai_2	0.23
sky130_fd_sc_hd__o311ai_2	0.17
sky130_fd_sc_hd__nor4_2	0.28
No activity file was given, so power comes from the tool's default toggle rates.
