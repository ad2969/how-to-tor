==> ./run.sh <==
#!/bin/bash
# OpenROAD 26Q1-2900-gdf79404cd8, Yosys 0.63+post, stock flow scripts
make -C /OpenROAD-flow-scripts/flow DESIGN_CONFIG=/design/flow/config.mk WORK_HOME=/design/flow/orfs finish
==> ./constraint.sdc <==
current_design state_machine

set clk_period 1.6
set clk_io_pct 0.2

create_clock -name clk0 -period $clk_period [get_ports {clk}]

set non_clock_inputs [all_inputs -no_clocks]
set_input_delay [expr $clk_period * $clk_io_pct] -clock clk0 $non_clock_inputs
set_output_delay [expr $clk_period * $clk_io_pct] -clock clk0 [all_outputs]
==> ./config.mk <==
export PLATFORM = sky130hd
export DESIGN_NAME = state_machine
export DESIGN_NICKNAME = state_machine
export VERILOG_FILES = /design/flow/design.v
export SDC_FILE = /design/flow/constraint.sdc
export NUM_CORES = 4
export LEC_CHECK = 1
export CORE_AREA = 10 10 84 84
export DIE_AREA = 0 0 94 94
==> ./design.v <==
module cpu(clk,reset,s,load,in,out,N,V,Z,w);
  input         clk, reset, s, load;
  input [15:0]  in;
  output [15:0] out;
  output        N, V, Z, w;
  wire [15:0]   irout;
  wire [15:0]   sximm5, sximm8;
  wire [2:0]    opcode, readnum, writenum;
  wire [1:0]    op, ALUop, shift;
  wire [2:0]    nsel;  
  wire [1:0]    vsel;  
  wire          loada, loadb, asel, bsel, loadc, loads, write;
  wire [15:0]   mdata, C;
  wire [7:0]    PC;  
  wire [2:0]    stat_out;  
  assign mdata = 16'b0000000000000000;
  assign PC = 8'b00000000;
  vDFFE #(16) IR(clk, load, in, irout);
  instruction_decoder ID(irout, nsel, opcode, op, ALUop, sximm5, sximm8, shift, readnum, writenum);
  state_machine SM(clk, s, reset, opcode, op, vsel, loada, loadb, asel, bsel, loadc, loads, write, nsel, w);
  datapath DP(clk, readnum , vsel, loada, loadb, shift, asel, bsel, ALUop, loadc, loads,
              writenum, write, mdata, sximm8, PC, sximm5, stat_out, C);  
  assign Z = stat_out[0];  
  assign N = stat_out[1];  
  assign V = stat_out[2];  
  assign out = C;
endmodule
module instruction_decoder (irout, nsel, opcode, op, ALUop, sximm5, sximm8, shift, readnum, writenum);
  input [15:0]    irout;
  input [2:0]     nsel;
  output [15:0]   sximm5, sximm8;
  output [2:0]    opcode, readnum, writenum;
  output [1:0]    op, ALUop, shift;
  wire [7:0]      imm8 = irout[7:0];
  wire [4:0]      imm5 = irout [4:0];
  wire [2:0]      Rn = irout[10:8];
  wire [2:0]      Rd = irout[7:5];
  wire [2:0]      Rm = irout[2:0];
  Mux3 #(3) muxn(Rn, Rd, Rm, nsel, writenum);
  assign opcode = irout[15:13];
  assign op = irout[12:11];
  assign ALUop = irout[12:11];
  assign sximm5 = {{11{imm5[4]}}, imm5};
  assign sximm8 = {{8{imm8[7]}},imm8};
  assign shift = irout[4:3];
  assign readnum = writenum;
endmodule
module state_machine(clk, s, reset, opcode, op, vsel, loada, loadb, asel, bsel, loadc, loads, write, nsel, w);  
  input [2:0]       opcode;
  input [1:0]       op;
  input             clk, s, reset;
  output reg [2:0]  nsel;  
  output reg [1:0]  vsel;  
  output reg        loada, loadb, asel, bsel, loadc, loads, write;
  output reg        w;
  reg [3:0]         present_state, next_state;
  always @(posedge clk) begin
    if (reset) begin
      present_state = 4'b0000;
      next_state = 4'b0000;
      vsel = 2'b00;
      loada = 1'b0;
      loadb = 1'b0;
      asel = 1'b0;
      bsel = 1'b0;
      loadc = 1'b0;
      loads = 1'b0;
      write = 1'b0;
      nsel = 3'b000;
      w = 1'b1;
    end
    else begin
      case (present_state)
        4'b0000: if (s) begin
                 next_state = 4'b0001;
                 vsel = 2'b00;
                 loada = 1'b0;
                 loadb = 1'b0;
                 asel = 1'b0;
                 bsel = 1'b0;
                 loadc = 1'b0;
                 loads = 1'b0;
                 write = 1'b0;
                 nsel = 3'b000;
                 w = 1'b0;
               end
               else begin
                 next_state = 4'b0000;
                 vsel = 2'b00;
                 loada = 1'b0;
                 loadb = 1'b0;
                 asel = 1'b0;
                 bsel = 1'b0;
                 loadc = 1'b0;
                 loads = 1'b0;
                 write = 1'b0;
                 nsel = 3'b000;
                 w = 1'b1;
               end
        4'b0001: begin
                   if ({opcode,op} == 5'b11010) begin  
                     next_state = 4'b0010;
                   end
                   else if (({opcode,op} == 5'b11000) | ({opcode,op} == 5'b10111)) begin  
                     next_state = 4'b0100;
                   end
                   else begin  
                      next_state = 4'b0011;
                   end
                 end
        4'b0010: begin
                     nsel = 3'b100;  
                     vsel = 2'b10;  
                     write = 1'b1;
                     next_state = 4'b0000;
                  end
        4'b0011: begin
                 nsel = 3'b100;  
                 loada = 1'b1;
                 next_state = 4'b0100;
               end
        4'b0100: begin
                 nsel = 3'b001;  
                 loada = 1'b0;
                 loadb = 1'b1;
                 if ({opcode,op} == 5'b10100) begin  
                   next_state = 4'b0110;
                 end
                 else if ({opcode,op} == 5'b10101) begin  
                   next_state = 4'b0111;
                 end
                 else if ({opcode,op} == 5'b10110) begin  
                   next_state = 4'b1000;
                 end
                 else if ({opcode,op} == 5'b10111) begin  
                   next_state = 4'b1001;
                 end
                 else begin  
                   next_state = 4'b0101;
                 end
               end
        4'b0110: begin
                asel = 1'b0;  
                bsel = 1'b0;  
                loadb = 1'b0;
                loadc = 1'b1;
                next_state = 4'b1010;
              end
        4'b0111: begin
                asel = 1'b0;  
                bsel = 1'b0;  
                loadb = 1'b0;
                loadc = 1'b1;
                loads = 1'b1;  
                next_state = 4'b1010;
              end
        4'b1000: begin
                asel = 1'b0;  
                bsel = 1'b0;  
                loadb = 1'b0;
                loadc = 1'b1;
                next_state = 4'b1010;
              end
        4'b1001: begin
                asel = 1'b1;  
                bsel = 1'b0;  
                loadb = 1'b0;
                loadc = 1'b1;
                next_state = 4'b1010;
              end
        4'b0101: begin
                  asel = 1'b1;  
                  bsel = 1'b0;  
                  loadb = 1'b0;
                  loadc = 1'b1;
                  next_state = 4'b1010;
                end
        4'b1010: begin
                     nsel = 3'b010;  
                     vsel = 2'b00;  
                     write = 1'b1;
                     next_state = 4'b0000;
                   end
         default: begin
                  present_state = 4'b0000;
                  next_state = 4'b0000;
                  end
      endcase
    end
    present_state = next_state;
  end
endmodule
module Mux3(a2, a1, a0, s, out) ;
  parameter k = 16;  
  input [k-1:0]   a0, a1, a2;  
  input [2:0]     s;  
  output[k-1:0]   out;
  wire [k-1:0]    out = ({k{s[0]}} & a0) | ({k{s[1]}} & a1) | ({k{s[2]}} & a2);
endmodule
==> impl_metrics.json <==
{
  "status": "complete, no violations",
  "end_kind": "output port",
  "crit_family": "buffers and inverters",
  "dp_cells": 167,
  "grt_pass1_wl_um": 2939,
  "max_cap_violations": 0,
  "viasPerCell": 3.392,
  "seqCellArea_sq_um": 440.4,
  "antenna_found_initial": 0,
  "combPwrFrac_pct": 5.7,
  "ir_drop_mv": 0.6891,
  "avgSynthCellArea_sq_um": 9.661,
  "max_stage_delay_ps": 480,
  "cp.arrival_ps": 1080,
  "rsz0062_at_grt": "no",
  "netSwitchingFraction_pct": 18.03,
  "worst-r2r-setup-slack_ps": 500,
  "setup_viol": 0,
  "num_vias": 580,
  "gr-usage-all-layers_pct": 4.107,
  "fp.dieW_um": 94,
  "lay_top_cells": "dfxtp_1 (22), clkdlybuf4s50_1 (18), nor2_1 (14)",
  "ant_nets": 0,
  "die_y_um": 94,
  "seq_power_share_pct": 49.9,
  "cts.clk_slew.worst_paths_ps": 80,
  "cts_resized": 0,
  "numSynthFlops": 22,
  "path_class": "flop to output port",
  "cts_buffers": 3,
  "clock_path_buffers": 2,
  "row_count": 26,
  "p_leak_nw": 0.4033,
  "synth.distinct_cells": 25,
  "wl_um": 1737,
  "min_path_type": "flop to flop",
  "crit_path_start_kind": "flop",
  "area_growth_pct": 44.43,
  "warning_count": 25,
  "diodes": 0,
  "setup_ws_ps": 198.0,
  "hpwlAfterDp_um": 1395,
  "crit_buf_inv": 1,
  "synth_warnings": 1,
  "routed_wire_length_per_instance_um": 10.16,
  "drive_gt1_share_pct": 8.911,
  "period_needed_ps": 1402,
  "cts_tree": "yes",
  "synth_seq_share_pct": 57.70,
  "grt_max_degree": 14,
  "pwr-share-clk_pct": 44.3,
  "finalClockPeriodUsage_pct": 87.62,
  "die_area_sq_um": 8836,
  "clk_latency_ps": 260,
  "cts_setup_buffers": 0,
  "h-tree-depth": 1,
  "power.internal_mw": 0.9260,
  "ys_area_sq_um": 763.2,
  "fin_skew_ps": 8.585,
  "syn_inst": 79,
  "fillCellCount": 595,
  "pin_count": 21,
  "worstPathRequired_ps": 1280,
  "fmax_ghz": 0.7133,
  "design.core.area_sq_um": 5205,
  "root_buffer": "clkbuf_8",
  "gp_congestion": 0.7874,
  "p_switching_mw": 0.2037,
  "tns_ps": 0,
  "ys_cells": 79,
  "grt_pass1_vias": 600,
  "pre_cts_ws_ps": 144.6,
  "grt_remaining_overflow": 0,
  "worst-path-max-fanout": 2,
  "drtPass1Iterations": 4,
  "critPathSlowestCell": "clkdlybuf4s50_1",
  "cts_hold_buf": 0,
  "path_cells": "clkdlybuf4s50_1",
  "cts.sinks": 22,
  "instances_no_fill": 171,
  "drt_iter0_drc": 65,
  "initCoreUtil_pct": 14.66,
  "port-buffer-count": 18,
  "syn_area_sq_um": 763.2,
  "hold_violations": 0,
  "powerDensity_nw_per_um2": 1025,
  "maxSlewViolCount": 0,
  "combGateArea_sq_um": 296.5,
  "drc_errors": 0,
  "layout_top_cell": "dfxtp_1"
}
layer usage:
layer  track usage (%)  part of all wire [%]  wire length (um)  up-vias
met5                 0                     0                 0        -
met4            0.3797                  0.81                14        0
met3             1.858                   5.5                96        2
met1             5.879                    54               936      251
met2             5.703                    40               689       15
li1                  -                     -                 -      312
cell type report:
cell class | instances | share of cell area, %
sequential | 22 | 39.95
multi-input combinational | 52 | 26.90
timing repair buffer | 20 | 17.71
tap | 70 | 7.945
clock buffer | 3 | 3.746
clock inverter | 1 | 2.724
inverter | 3 | 1.022
path summary, 6_finish.rpt:
check,from,to,cells after the start
hold / removal,loadc,loadc,2
setup / recovery,nsel[1],nsel[1],1
hold reg to reg,loadc,loadc,2
setup reg to reg,present_state[7],loadb,3
power groups by stage:
stage / sequential [mW] / clock (mW) / combinational [mW]
finish: 0.564 / 0.501 / 0.0645
global route: 0.566 / 0.545 / 0.0721
CTS: 0.564 / 0.516 / 0.0653
cells in the mapped netlist:
| master | number | area, sq um |
|---|---|---|
| nor2_1 | 14 | 52.55 |
| a21oi_1 | 6 | 30.03 |
| nor2b_1 | 3 | 18.77 |
| and3b_1 | 1 | 8.760 |
| o21ai_0 | 3 | 15.01 |
| conb_1 | 1 | 3.750 |
| and4_1 | 1 | 8.760 |
| nand3b_1 | 2 | 15.01 |
| clkbuf_1 | 1 | 3.750 |
| nor4_1 | 1 | 6.260 |
| nor4_2 | 1 | 12.51 |
| nand2_1 | 5 | 18.77 |
| and4b_1 | 1 | 10.01 |
| nor4b_2 | 1 | 15.01 |
| inv_1 | 3 | 11.26 |
| nand3_1 | 1 | 5.000 |
| a31oi_1 | 2 | 12.51 |
| and2_1 | 1 | 6.260 |
| nor3b_2 | 1 | 12.51 |
| o211ai_1 | 1 | 7.510 |
| a211oi_1 | 1 | 7.510 |
| buf_4 | 2 | 15.01 |
| dfxtp_1 | 22 | 440.4 |
| o2111a_1 | 1 | 11.26 |
| nor3_1 | 3 | 15.01 |
registers in the layout (all words and copies together), names as in the netlist:
signal         count
present_state     11
nsel               3
asel               1
loada              1
loadb              1
loadc              1
loads              1
vsel               1
w                  1
write              1
stage by stage:
stage          instance area, sq um  hold WS, ps  util (%)  total power [mW]
3_3_place_gp                   1031        443.3     19.81            0.6425
3_5_place_dp                   1031        452.9     19.81            0.6413
6_report                       1102        460.7     21.18             1.130
4_1_cts                        1102        465.6     21.18             1.146
5_1_grt                        1102        496.7     21.18             1.183
2_1_floorplan                 767.0        392.4         -            0.6031
logic make-up after synthesis:
family | Yosys count | share of synthesized area, %
buffers and inverters | 6 | 3.933
DFF | 22 | 57.70
other | 1 | 0.4913
and+or+nand+nor | 36 | 26.88
AOI/OAI and AO/OA | 14 | 10.98
Power figures rest on the tool's default switching activity, not on a simulated workload.
